--- design/flow/run.sh ---
#!/bin/bash
# OpenROAD 26Q1-2900-gdf79404cd8, Yosys 0.63+post, stock flow scripts
make -C /OpenROAD-flow-scripts/flow DESIGN_CONFIG=/design/flow/config.mk WORK_HOME=/design/flow/orfs finish
--- design/flow/config.mk ---
export PLATFORM = sky130hd
export DESIGN_NAME = read_write_block
export DESIGN_NICKNAME = read_write_block
export VERILOG_FILES = /design/flow/design.v
export SDC_FILE = /design/flow/constraint.sdc
export NUM_CORES = 4
export LEC_CHECK = 1
export CORE_AREA = 10 10 70 70
export DIE_AREA = 0 0 80 80
--- design/flow/constraint.sdc ---
current_design read_write_block

set clk_period 1.0
set clk_io_pct 0.2

create_clock -name clk0 -period $clk_period

set non_clock_inputs [all_inputs -no_clocks]
set_input_delay [expr $clk_period * $clk_io_pct] -clock clk0 $non_clock_inputs
set_output_delay [expr $clk_period * $clk_io_pct] -clock clk0 [all_outputs]
--- design/flow/design.v ---
module read_write_block (
    input       wire        chip_select_n,
    input       wire        read_enable_n,
    input       wire        write_enable_n,
    input       wire        address,
    input       wire  [7:0] data_bus_in,
    output reg  [7:0]       internal_data_bus,
    output reg              write_initial_command_word_1,
    output reg              write_initial_command_word_2_4,
    output reg              write_operation_control_word_1,
    output reg              write_operation_control_word_2,
    output reg              write_operation_control_word_3,
    output reg              read
);
    reg       prev_write_enable_n;
    reg       write_flag;
    reg       stable_address;
    always @* begin
        if (~write_enable_n & ~chip_select_n)
            internal_data_bus <= data_bus_in;
    end
    always @* begin
        if (~chip_select_n)
            prev_write_enable_n <= write_enable_n;            
    end
    always @* begin
        if (~chip_select_n)
            stable_address <= address;
    end
    always @* begin
        write_flag = ~prev_write_enable_n & write_enable_n;
        write_initial_command_word_1   = write_flag & ~stable_address & internal_data_bus[4];
        write_initial_command_word_2_4 = write_flag & stable_address;
        write_operation_control_word_1 = write_flag & stable_address;
        write_operation_control_word_2 = write_flag & ~stable_address & ~internal_data_bus[4] & ~internal_data_bus[3];
        write_operation_control_word_3 = write_flag & ~stable_address & ~internal_data_bus[4] & internal_data_bus[3];
    end
    always @* begin
        read = ~read_enable_n  & ~chip_select_n;
    end
endmodule
==> flow_summary.json <==
{
  "outcome": "complete, no violations",
  "antenna_found_initial": 0,
  "num_io_pins": 26,
  "p_total_uw": 106,
  "route.detailed.drc": 0,
  "period_used_share": 0.941,
  "synth-area-yosys_um2": 215,
  "synth.distinct_cells": 9,
  "pwr-share-seq": 0.263,
  "num-fill-cells": 394,
  "drt-pass1-iter-count": 2,
  "design_area_um2": 536,
  "hold-worst-slack_ns": 0.621,
  "core_um2": 3420,
  "antennaDiodeCount": 0,
  "wl_per_cell_um": 8.43,
  "warnings": 32,
  "unclocked_regs": 10,
  "post-dp-hpwl_um": 692,
  "synth_cells": 19,
  "grt_max_degree": 9,
  "max-vdd-ir-drop_mv": 0.0572,
  "required_ns": 0.80,
  "drv_slew": 0,
  "worstSetupEndpointType": "output pin",
  "layout_top_cells": "17 x clkdlybuf4s50_1, 8 x dlxtp_1, 4 x buf_2",
  "grt_pass1_wl_um": 1180,
  "startpoint_type": "input pin",
  "vias": 229,
  "yosys_warnings": 1,
  "fmax_mhz": 1060,
  "post_drt_via_cell_ratio": 2.49,
  "layout_min_cycle_time_ns": 0.941,
  "drtIter0Drc": 1,
  "crit_fanout": 4,
  "wl_um": 776,
  "pwr-share-clk": 0,
  "die_h_um": 80,
  "grt_pass1_vias": 243,
  "place_ws_ns": -0.743,
  "crit_type": "input pin to output pin",
  "maxCapViolCount": 0,
  "p_comb_frac": 0.737,
  "track_usage": 0.0220,
  "untimed_endpoints": 18,
  "stdcell_count": 92,
  "worst_hold_path.num_cells": 3,
  "holdPathEnd": "read",
  "p_leak_uw": 0.000240,
  "hold_start": "read_enable_n",
  "cp.arrival_ns": 0.74,
  "rows": 21,
  "dp_cells": 92,
  "fp_util": 0.0630,
  "port_buffers": 26,
  "place_congestion": 0.767,
  "die_area_um2": 6400,
  "finalSetupViolCount": 0,
  "placed_area_um2": 541,
  "hold_viol_final": 0,
  "p_int_uw": 82.6,
  "rsz0062_at_grt": "false",
  "drive_gt1_frac": 0.261,
  "p_per_area_nw_per_um2": 198,
  "hp-class": "input pin to output pin",
  "p_switching_uw": 23.7,
  "gr-total-overflow": 0,
  "cp-startpoint": "write_enable_n",
  "drt.antenna.violating_nets": 0,
  "yosysCellCount": 19,
  "max-slew-margin-rel": 0.721,
  "syn_area_per_cell_um2": 11.3,
  "dieWidth_um": 80,
  "worst_pin_slew_ns": 0.418,
  "swShare": 0.223,
  "syn_area_um2": 215,
  "worst_slack_ns": 0.0592,
  "area_growth_syn_to_layout_pct": 149,
  "ys_seq_elements": 10,
  "layout.cells.most_common": "clkdlybuf4s50_1",
  "cts_hold_buf": 0
}
-- worst max-delay path, cell delays in order --
cell      delay, ns
buf_4          0.10
nand2b_4       0.08
nor4b_2        0.23
buf_2          0.13
-- logic make-up after synthesis --
family	after synthesis	share of synthesized area
buffers and inverters	2	0.0523
and+or+nand+nor	7	0.250
latches	10	0.698
-- area by class of cell --
type	instances	area [µm²]	share of cell area
Inverter	1	3.75	0.00701
Multi-Input combinational cell	7	72.6	0.136
Sequential cell	10	150	0.280
Tap cell	46	57.6	0.107
Timing Repair Buffer	28	251	0.470
-- synth_stat cells --
cell	number	area, µm²
dlxtp_1	8	120
nor2_1	3	11.3
dlxtn_1	2	30.0
buf_4	1	7.51
inv_1	1	3.75
nand2b_4	1	13.8
nor3b_1	1	7.51
nor4_1	1	6.26
nor4b_2	1	15.0
-- per-stage QoR --
| step | setup TNS, ns | utilization |
|---|---|---|
| 2_1_floorplan | 0 | - |
| 3_3_place_gp | -3.76 | 0.158 |
| 3_5_place_dp | -3.81 | 0.158 |
| 4_1_cts | 0 | 0.158 |
| 5_1_grt | 0 | 0.157 |
| 6_report | 0 | 0.157 |
-- how the worst max path moves through the flow --
stage                                     to
finish        write_operation_control_word_3
global route  write_operation_control_word_3
CTS                                     read
-- repair_timing --
item	CTS	global route
pin swaps	3	2
gates cloned	0	0
setup endpoints to repair	6	2
setup buffers	1	0
resized	24	1
-- state kept, by name, summed over array words and instances (netlist names) --
register	flops
stable_address	1
internal_data_bus	8
prev_write_enable_n	1
-- power by group through the flow --
stage	sequential (µW)	combinational, µW	clock, µW
4_1_cts	28.1	82.8	0
5_1_grt	28.9	86.7	0
6_report	28.0	78.3	0
-- routing by layer --
| layer | global-route usage | routed length [µm] | vias up |
|---|---|---|---|
| met4 | 0 | 0 | 0 |
| met3 | 0.0182 | 201 | 0 |
| met1 | 0.0294 | 382 | 88 |
| met5 | 0 | 0 | - |
| li1 | - | - | 115 |
| met2 | 0.0281 | 192 | 26 |
No activity file was given, so power comes from the tool's default toggle rates.
